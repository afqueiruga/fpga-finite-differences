`flow/design.v`:
```
`default_nettype none
module stencil
  #(
    parameter WIDTH=8,
    parameter EXPON=3
    )
  (
   input wire [WIDTH-1:0]  um,
   input wire [WIDTH-1:0]  up,
   output wire [WIDTH-1:0] u_out
   );
   reg [WIDTH-1:0] 	  h2;
   wire [WIDTH-1:0] 	  um_p_up;
   wire [WIDTH-1:0] 	  h2_p_uu;
   initial h2 = 8'd1<<EXPON;
   assign um_p_up = um + up;
   assign h2_p_uu = h2 + um_p_up;
   assign u_out = h2_p_uu / (2);
endmodule  
module jacobi
  #(
    parameter NU=10,
    parameter WIDTH=8,
    parameter EXPON=3
    )
   (
    input wire [NU*WIDTH-1:0]  uin_arr,
    output wire [NU*WIDTH-1:0] uou_arr
    );
   assign uou_arr[NU*WIDTH-1:(NU-1)*WIDTH] 
     = uin_arr[NU*WIDTH-1:(NU-1)*WIDTH];
   assign uou_arr[WIDTH-1:0] 
     = uin_arr[WIDTH-1:0];
   genvar  		    i;
   generate
      for (i=1; i<NU-1; i=i+1) begin
	 stencil #(.WIDTH(WIDTH), .EXPON(EXPON)
		   ) stenc
	    (
	     uin_arr[(i-1)*WIDTH +WIDTH-1 : (i-1)*WIDTH],
	     uin_arr[(i+1)*WIDTH +WIDTH-1 : (i+1)*WIDTH],
	     uou_arr[(i  )*WIDTH +WIDTH-1 : (i  )*WIDTH] );
      end
   endgenerate
endmodule  
```
`flow/constraint.sdc`:
```
current_design jacobi

set clk_period 6.0
set clk_io_pct 0.2

create_clock -name clk0 -period $clk_period

set non_clock_inputs [all_inputs -no_clocks]
set_input_delay [expr $clk_period * $clk_io_pct] -clock clk0 $non_clock_inputs
set_output_delay [expr $clk_period * $clk_io_pct] -clock clk0 [all_outputs]
```
`flow/run.sh`:
```
#!/bin/bash
# OpenROAD 26Q1-2900-gdf79404cd8, Yosys 0.63+post, stock flow scripts
make -C /OpenROAD-flow-scripts/flow DESIGN_CONFIG=/design/flow/config.mk WORK_HOME=/design/flow/orfs finish
```
`flow/config.mk`:
```
export PLATFORM = sky130hd
export DESIGN_NAME = jacobi
export DESIGN_NICKNAME = jacobi
export VERILOG_FILES = /design/flow/design.v
export SDC_FILE = /design/flow/constraint.sdc
export NUM_CORES = 4
export LEC_CHECK = 1
export CORE_UTILIZATION = 30
```
==> impl_metrics.yaml <==
# generated from flow reports
outcome:
  outcome: "complete, no violations"
worst_setup_path:
  critical_path_peak_fanout: 3
  max_stage_delay_ps: 470
  timing.critical_path.arrival_ps: 3700
  crit_path_cell_trace: "clkdlybuf4s50_1, ha_1, ha_1, fa_1, a211oi_2, o21bai_1, a21oi_1, xnor2_1, clkdlybuf4s50_1"
  worst_path_max_delay_cell: "sky130_fd_sc_hd__clkdlybuf4s50_1"
  timing.critical_path.max_delay_family: "adder cells"
  cp-start-kind: "input port"
  cp-end-kind: "primary output"
  critPathBufInv: 2
  worst_ep_required_time_ps: 4800
  critPathKind: "input port to primary output"
route:
  drtIter0Drc: 23
  antenna_left: 0
  routed_wirelength_mm: 7.15
  vias: 2701
  1st_pass_router_iterations: 4
  drcViolationCount: 0
  insertedDiodeCount: 0
  avgRoutedWirePerCell_um: 11.3
  route.detailed.vias_per_inst: 4.26
final_layout:
  fin_area_um2: 4550
  footprint_of_the_flip_flops_and_latches_um2: 0
  clkbuf_count: 0
  syn_to_final_growth_pct: 50.8
  final.fill_count: 970
  layout-drive-gt1-share_pct: 3.99
  design.seq.count: 0
  instances_no_fill: 634
placed_design:
  dpl_cell_area_um2: 4550
  buffer_ports.inserted: 152
  placed_cells: 634
  place_hpwl_mm: 6.75
  place_ws_ps: 1110
  gpl_congestion: 0.743
pwr:
  max-vdd-ir-drop_mv: 0.0491
  power.static_leakage_nw: 2.10
  pwr_density_cell_nw_per_um2: 120
synthesis:
  yosysChipArea_um2: 3020
  synthesis.area_per_instance_um2: 8.25
  yosys.area.top_type_share_pct: 39.8
  synth_area_um2: 3020
  post_syn_instances: 366
  synth.top_cells.by_area: "sky130_fd_sc_hd__ha_1 40%, sky130_fd_sc_hd__xnor2_1 14%, sky130_fd_sc_hd__inv_1 7.7%"
  yosys_cells: 366
  yosysWarnings: 1
  post_synth_num_cell_types: 23
  synth_top_cell_by_area: "sky130_fd_sc_hd__ha_1"
  synth_seq_share_pct: 0
floorplanning:
  design.portCount: 160
  row_count: 36
  die_boundary_width_um: 102
  design.core.area_um2: 9770
  chipHeight_um: 102
  core_util_floorplan_pct: 30.9
  die_area_um2: 10500
cts:
  post_cts_resize_count: 0
  postCtsSetupRepairBufs: 0
  cts_hold_buffers: 0
job:
  max-cap-violations: 0
  warnings: 32
global_routing:
  first_global_vias: 2557
  globalRoute.totalOverflow: 0
  wire_length_of_the_first_global_routing_pass_mm: 11.4
  grt_max_degree: 6
  antenna_found_initial: 0
  grt_use_total_pct: 13.7
final_timing:
  max_clock_freq_ghz: 0.204
  report.final.setup_viol: 0
  timing.final.ws_setup_ps: 1100
  rsz0062_at_grt: "no"
  layout_worst_path_cycle_share_pct: 81.6
  timing.setup.tns_ps: 0
  hold_slack_ps: 3220
  timing.final.max_slew_violations: 0
  period_minus_slack_ps: 4900
  finalHoldViolCount: 0
hold_path:
  worst_hold_path_type: "input port to primary output"
[synth_stat cells]
master / instances
sky130_fd_sc_hd__nor2b_1: 8
sky130_fd_sc_hd__o21bai_1: 1
sky130_fd_sc_hd__a211oi_2: 1
sky130_fd_sc_hd__o21a_1: 7
sky130_fd_sc_hd__nand2_1: 16
sky130_fd_sc_hd__a21oi_1: 25
sky130_fd_sc_hd__xor2_1: 1
sky130_fd_sc_hd__inv_1: 62
sky130_fd_sc_hd__xnor2_1: 48
sky130_fd_sc_hd__or2_2: 5
sky130_fd_sc_hd__o22ai_2: 7
sky130_fd_sc_hd__conb_1: 1
sky130_fd_sc_hd__o211ai_1: 8
sky130_fd_sc_hd__buf_4: 24
sky130_fd_sc_hd__ha_1: 96
sky130_fd_sc_hd__nor2_1: 15
sky130_fd_sc_hd__and2_1: 8
sky130_fd_sc_hd__a21o_1: 1
sky130_fd_sc_hd__nor2b_4: 7
sky130_fd_sc_hd__or2_1: 2
sky130_fd_sc_hd__o31a_1: 7
sky130_fd_sc_hd__fa_1: 8
sky130_fd_sc_hd__o21ai_0: 8
[worst paths after layout]
check / startpoint / endpoint / slack, ps / depth (start not counted)
worst max-delay path: uin_arr[49] / uou_arr[62] / 1100 / 9
worst min-delay path: uin_arr[78] / uou_arr[78] / 3220 / 2
[report_power, final]
part | total (W) | switching [W] | internal (W)
clock network | 0 | 0 | 0
logic | 0.000546 | 0.000187 | 0.000359
registers | 0 | 0 | 0
[cell families after synthesis]
kind of cell,Yosys count,synth area share [%]
other,1,0.124
AND-OR/OR-AND,65,15.0
adder cells (fa/ha/maj),104,45.1
AND/OR/NAND/NOR,61,11.8
XOR/XNOR,49,14.2
buffers and inverters,86,13.7
[area by class of cell]
class | instances | area, µm² | share of cell area [%]
Tap cell | 133 | 166 | 3.66
Timing Repair Buffer | 152 | 1520 | 33.4
Multi-Input combinational cell | 287 | 2630 | 57.8
Inverter | 62 | 233 | 5.11
[through the flow]
step,power [W],util [%]
6_report,0.000546,46.6
2_1_floorplan,0.000257,-
3_3_place_gp,0.000550,46.6
5_1_grt,0.000615,46.6
3_5_place_dp,0.000552,46.6
4_1_cts,0.000557,46.6
[cell usage in the layout, fill, tap and decap left out, types with 8 or more instances in the layout]
master | synthesis | layout
sky130_fd_sc_hd__inv_1 | 62 | 62
sky130_fd_sc_hd__and2_1 | 8 | 8
sky130_fd_sc_hd__nand2_1 | 16 | 16
sky130_fd_sc_hd__a21oi_1 | 25 | 25
sky130_fd_sc_hd__o211ai_1 | 8 | 8
sky130_fd_sc_hd__xnor2_1 | 48 | 48
sky130_fd_sc_hd__nor2b_1 | 8 | 8
sky130_fd_sc_hd__nor2_1 | 15 | 15
sky130_fd_sc_hd__ha_1 | 96 | 96
sky130_fd_sc_hd__o21ai_0 | 8 | 8
sky130_fd_sc_hd__fa_1 | 8 | 8
sky130_fd_sc_hd__clkdlybuf4s50_1 | 0 | 152
sky130_fd_sc_hd__conb_1 | 1 | 8
[metal layers]
layer	routed length, µm	up-vias	global-route usage, %
met5	0	-	0
met4	0	0	0
met3	654	0	3.06
met2	3210	95	23.6
met1	3290	1131	18.7
li1	-	1475	-
No activity file was given, so power comes from the tool's default toggle rates.
